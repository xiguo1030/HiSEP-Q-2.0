[flow/constraint.sdc]
current_design reg_file

set clk_period 26.2
set clk_io_pct 0.2

create_clock -name clk0 -period $clk_period [get_ports {clk}]

set non_clock_inputs [all_inputs -no_clocks]
set_input_delay [expr $clk_period * $clk_io_pct] -clock clk0 $non_clock_inputs
set_output_delay [expr $clk_period * $clk_io_pct] -clock clk0 [all_outputs]
[flow/design.v]
`timescale 1ns / 1ps
module reg_file (
    input  logic        clk,
    input  logic        reset,  
    input  logic [4:0]  rs_addr,
    input  logic [4:0]  rt_addr,
    input  logic [4:0]  wr_addr,
    input  logic [31:0] wr_data,
    input  logic        wr_en,
    output logic [31:0] rs_data,
    output logic [31:0] rt_data
);
    logic [31:0] regs [0:31];
    initial begin
        for (int i=0; i<32; i++) regs[i] = 32'h0;
    end
    always_ff @(posedge clk) begin
        if (reset) begin
            for (int i=0; i<32; i++) regs[i] <= 32'h0;
        end else if (wr_en && (wr_addr != 0)) begin
            regs[wr_addr] <= wr_data;
        end
    end
    assign rs_data = (rs_addr == 0) ? 32'b0 : regs[rs_addr];
    assign rt_data = (rt_addr == 0) ? 32'b0 : regs[rt_addr];
endmodule
[flow/config.mk]
export PLATFORM = sky130hd
export DESIGN_NAME = reg_file
export DESIGN_NICKNAME = reg_file
export VERILOG_FILES = /design/flow/design.v
export SDC_FILE = /design/flow/constraint.sdc
export NUM_CORES = 4
export LEC_CHECK = 1
export CORE_UTILIZATION = 50
[flow/run.sh]
#!/bin/bash
# OpenROAD 26Q1-2900-gdf79404cd8, Yosys 0.63+post, stock flow scripts
make -C /OpenROAD-flow-scripts/flow DESIGN_CONFIG=/design/flow/config.mk WORK_HOME=/design/flow/orfs finish
==> impl_metrics.env <==
# yosys + openroad results
export IMPL_status="finished, final reports clean"
export IMPL_peakVddDrop_mv=0.0648
export IMPL_wl_per_cell_um=34.8
export IMPL_io_buffers=113
export IMPL_synth_edff_count=1024
export IMPL_root_buffer="clkbuf_16"
export IMPL_slew_violations=0
export IMPL_vias=32400
export IMPL_critPathKind="in2out"
export IMPL_tritoncts="done"
export IMPL_combPwrFrac=0.118
export IMPL_slowest_stage="buf_4"
export IMPL_fp_util=0.505
export IMPL_path_buffers=5
export IMPL_yosys_warnings=1
export IMPL_drc=0
export IMPL_max_cap_viol_count=0
export IMPL_p_clk_frac=0.405
export IMPL_fmax_mhz=66.4
export IMPL_first_iter_violations=1868
export IMPL_dp_hpwl_um=104000
export IMPL_cpMostUsedCell="buf_4"
export IMPL_post_cts_buffers=0
export IMPL_synthArstFlopShare=0
export IMPL_dr_pass1_iters=5
export IMPL_hold_buffers=0
export IMPL_tns_ns=0
export IMPL_synthesis_area_um2=54200
export IMPL_antenna_found_initial=7
export IMPL_cp_max_fo=54
export IMPL_core_area_um2=107000
export IMPL_num_rows=120
export IMPL_path_cells="buf_8 > buf_4 > buf_4 > buf_4 > nor2_1 > a22oi_1 > a21oi_1 > nor4_1 > clkdlybuf4s50_1"
export IMPL_cp_num_cells=9
export IMPL_synthFlopType="edfxtp_1"
export IMPL_critPathLaunch="rs_addr[1]"
export IMPL_first_global_vias=36200
export IMPL_cts_resized=0
export IMPL_relSlewSlack=0.294
export IMPL_grt_max_degree=76
export IMPL_largest_register="regs"
export IMPL_cts_buffer_depth=3
export IMPL_power_internal_mw=3.10
export IMPL_io_pins=114
export IMPL_required_ns=20.96
export IMPL_grt_pass1_wl_um=252000
export IMPL_hold_viol_final=0
export IMPL_crit_arrival_ns=9.82
export IMPL_warnings=26
export IMPL_ys_cells=3502
export IMPL_endpoint_kind="output pin"
export IMPL_p_sw_uw=959
export IMPL_swShare=0.236
export IMPL_syn_inst=3502
export IMPL_hold_class="in2reg"
export IMPL_largest_reg_flops=1024
export IMPL_place_congestion=0.911
export IMPL_powerDensity_nw_per_um2=67.0
export IMPL_yosysChipArea_um2=54200
export IMPL_ys_seq_share=0.567
export IMPL_top_regs="regs x1024"
export IMPL_rsz0062_at_grt="false"
export IMPL_avgSynthCellArea_um2=15.5
export IMPL_cts_buffers=113
export IMPL_groute_usage_overall=0.361
export IMPL_dieHeight_um=331
export IMPL_place_inst=4823
export IMPL_drt_wl_total_um=175000
export IMPL_final_cells=5024
export IMPL_synth_distinct_cells=43
export IMPL_ant_nets=0
export IMPL_max_stage_delay_ns=0.67
export IMPL_fin_crit_sh=0.575
export IMPL_ys_flops=1024
export IMPL_cp_start_kind="input pin"
export IMPL_htree_levels=3
export IMPL_p_leak_nw=20.8
export IMPL_path_delay_family="buffers and inverters"
export IMPL_endpoint="rs_data[29]"
export IMPL_die_area_um2=110000
export IMPL_drive_gt1_frac=0.252
export IMPL_clock_sinks=1024
export IMPL_die_w_um=331
export IMPL_period_minus_slack_ns=15.06
export IMPL_seq_power_share=0.477
export IMPL_gr_total_overflow=0
export IMPL_vias_per_cell=6.44
export IMPL_setup_violations=0
export IMPL_clkTransAtPathRegs_ns=0.06
export IMPL_min_path_cells=2
export IMPL_syn_to_final_growth_pct=11.9
export IMPL_tightest_slew_ns=1.06
## through the flow
stage | setup WS [ns] | hold slack [ns] | util | area [um2] | power, mW
6_report | 11.14 | 5.23 | 0.565 | 60700 | 4.06
5_1_grt | 10.75 | 5.21 | 0.565 | 60700 | 4.18
4_1_cts | 11.12 | 5.19 | 0.565 | 60700 | 4.08
3_5_place_dp | 11.17 | 5.94 | 0.530 | 56900 | 2.45
3_3_place_gp | 11.17 | 5.93 | 0.530 | 56900 | 2.44
2_1_floorplan | 14.12 | 5.44 | - | 54400 | 2.24
## area by class of cell
class,count,area [um2]
Antenna cell,1,2.50
Clock buffer,136,2980
Clock inverter,64,830
Fill cell,7856,46700
Inverter,2,7.51
Multi-Input combinational cell,2120,22000
Sequential cell,1024,30700
Tap cell,1403,1760
Timing Repair Buffer,274,2360
## cells by family after synthesis
group / after synthesis / synth area share
buffers and inverters: 389 / 0.0334
AOI/OAI and AO/OA: 259 / 0.0365
DFF: 1024 / 0.567
muxes: 652 / 0.230
other: 1 / 0.0000691
and+or+nand+nor: 1177 / 0.133
## cell usage after synthesis, types with 2 or more instances
cell	instances	area share
nor4b_1	2	0.00032
buf_2	36	0.0033
buf_4	38	0.0053
nand2_1	7	0.00048
a2111oi_1	41	0.0076
a21oi_1	12	0.0011
nand3b_1	5	0.00069
a2111oi_0	14	0.0023
nor2b_1	14	0.0016
a32o_1	4	0.00074
o22ai_1	103	0.012
or3b_2	4	0.00065
and3_1	3	0.00035
o21ai_0	4	0.00037
edfxtp_1	1024	0.57
mux2i_1	150	0.028
buf_6	22	0.0046
nor4_1	6	0.00069
buf_1	21	0.0015
mux4_2	472	0.20
nor3_1	54	0.0050
nand2b_1	5	0.00058
nand3_1	5	0.00046
a221o_1	2	0.00037
a22o_1	51	0.0082
a211oi_1	7	0.00097
or3_1	2	0.00023
clkbuf_1	269	0.019
a221oi_1	4	0.00065
inv_1	2	0.00014
or2_2	33	0.0038
and2_1	995	0.11
nand4bb_1	2	0.00042
nor2_1	36	0.0025
a22oi_1	16	0.0022
mux2_2	30	0.0062
## cell usage in the layout (no fill, tap or decap), types with 7 or more instances in the layout
cell type / count
edfxtp_1: 1024
and2_1: 994
mux4_2: 472
buf_4: 160
mux2i_1: 150
clkbuf_16: 116
clkdlybuf4s50_1: 104
o22ai_1: 103
nor3_1: 54
a22o_1: 51
a2111oi_1: 41
or2_2: 33
conb_1: 32
mux2_2: 30
clkinv_2: 22
bufinv_16: 20
clkbuf_1: 20
nor2_4: 17
a22oi_1: 16
nor2_2: 15
clkinv_1: 15
a2111oi_0: 14
a21oi_1: 12
nor2b_1: 12
nand2_1: 7
a211oi_1: 7
## power by group through the flow
| stage | Combinational (mW) | Clock, mW | Sequential (mW) |
|---|---|---|---|
| 6_report | 0.478 | 1.65 | 1.94 |
| 5_1_grt | 0.501 | 1.73 | 1.95 |
| 4_1_cts | 0.477 | 1.67 | 1.94 |
## routing by layer
metal / routed length (um) / global-route usage
met5: 328 / 0.0339
met4: 9450 / 0.143
met3: 31400 / 0.272
met2: 78800 / 0.499
met1: 54800 / 0.445
## worst min-delay path by stage
stage,from,end,slack [ns]
4_1_cts,reset,regs[0][24],5.19
5_1_grt,reset,regs[0][16],5.21
6_report,reset,regs[0][24],5.23
Power is estimated from default activity; no workload was simulated.
